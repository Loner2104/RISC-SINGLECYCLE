[flow/constraint.sdc]
current_design MUX1

set clk_period 4.9
set clk_io_pct 0.2

create_clock -name clk0 -period $clk_period

set non_clock_inputs [all_inputs -no_clocks]
set_input_delay [expr $clk_period * $clk_io_pct] -clock clk0 $non_clock_inputs
set_output_delay [expr $clk_period * $clk_io_pct] -clock clk0 [all_outputs]
[flow/config.mk]
export PLATFORM = sky130hd
export DESIGN_NAME = MUX1
export DESIGN_NICKNAME = MUX1
export VERILOG_FILES = /design/flow/design.v
export SDC_FILE = /design/flow/constraint.sdc
export NUM_CORES = 4
export LEC_CHECK = 1
export CORE_AREA = 10 10 71 71
export DIE_AREA = 0 0 81 81
[flow/run.sh]
#!/bin/bash
# OpenROAD 26Q1-2900-gdf79404cd8, Yosys 0.63+post, stock flow scripts
make -C /OpenROAD-flow-scripts/flow DESIGN_CONFIG=/design/flow/config.mk WORK_HOME=/design/flow/orfs finish
[flow/design.v]
`timescale 1ns / 1ps
module MUX1 #(parameter Width = 32)(input [Width-1 : 0] a,b,c,
 input  [1:0] s,
 output [Width-1 : 0] out);
assign out = (s == 2'b10) ? c : (s == 2'b01) ? b : a;
endmodule
==> flow_metrics.py <==
# Auto-generated metrics
metrics = {
    "global_route": {
        "grt-ovfl-total": 0,
        "grt_max_degree": 45,
        "grt_pass1_wl_um": 6510,
        "grt_usage_pct": 12.1,
        "grt_pass1_vias": 1204,
        "antenna_found_initial": 0,
    },
    "yosys": {
        "top_cell_area_share_pct": 88.8,
        "yosys_warnings": 0,
        "syn_area_per_cell_sq_um": 10.1,
        "syn_inst": 107,
        "ys_area_sq_um": 1080,
        "netlist_area_sq_um": 1080,
        "synth.distinct_cells": 5,
        "area_leaders": "mux2i_1, buf_8, buf_2",
        "synth.largest_area_cell": "mux2i_1",
        "ys_seq_share_pct": 0,
        "yosys-stat-cells": 107,
    },
    "routing": {
        "drtIter0Drc": 25,
        "ant_nets": 0,
        "wl_per_cell_um": 16.3,
        "drc": 0,
        "wirelength_um": 4510,
        "vias": 1280,
        "diodes": 0,
        "viasPerCell": 4.62,
        "dr.pass1.iters": 2,
    },
    "final_timing": {
        "rsz0062_at_grt": "false",
        "setup_tns_ps": 0,
        "setup_viol": 0,
        "min_period_ps": 3600,
        "max_freq_mhz": 278,
        "timing.final.crit_share_pct": 73.5,
        "setup_ws_ps": 1300,
        "slew_headroom_pct": 54.3,
        "slew_viol_final": 0,
        "worst_pin_slew_ps": 686,
        "hold_viol_final": 0,
        "hold_slack_ps": 2880,
    },
    "layout": {
        "lay_top_count": "clkdlybuf4s50_1",
        "drive_gt1_share_pct": 2.18,
        "most-common-layout-cells": "clkdlybuf4s50_1, mux2i_1, buf_4, buf_2",
        "post-route-util_pct": 64.3,
        "design_area_sq_um": 2340,
        "clkbuf_count": 0,
        "logic_area_sq_um": 961,
        "design.seq.count": 0,
        "area_growth_syn_to_layout_pct": 116,
        "flop_area_sq_um": 0,
        "nFillCells": 275,
    },
    "clocking": {
        "cts-resized-gates": 0,
        "cts_setup_buffers": 0,
        "ctsHoldBuffers": 0,
    },
    "setup_path": {
        "crit_cells": 5,
        "critPathSlowestCell": "buf_4",
        "critPathKind": "in2out",
        "max_stage_delay_ps": 530,
        "cp.required_ps": 3920,
        "crit_arrival_ps": 2620,
        "timing.critical_path.buf_inv": 3,
        "path_max_fanout": 44,
        "startpoint": "s[0]",
        "endpoint_kind": "primary output",
        "crit_chain": "buf_4 > buf_4 > mux2i_1 > mux2i_1 > clkdlybuf4s50_1",
        "start_kind": "primary input",
        "crit_family": "buffers and inverters",
    },
    "placed_design": {
        "io_buffer_count": 130,
        "dp_slack_ps": 1270,
        "dpl.hpwl_um": 3850,
        "gp_congestion": 0.850,
        "place_area_sq_um": 2340,
    },
    "floorplan": {
        "row_count": 22,
        "fp.dieH_um": 81,
        "fp_util_pct": 29.8,
        "io_pins": 130,
        "die-width_um": 81,
        "core-area_sq_um": 3630,
        "dieArea_sq_um": 6560,
    },
    "flow_run": {
        "tool_warnings": 33,
        "drv_cap": 0,
    },
    "power": {
        "leakage_nw": 1.09,
        "irDropWorstVdd_mv": 0.0516,
        "p_per_area_nw_per_um2": 87.8,
    },
    "status": {
        "outcome": "completed",
    },
    "worst_hold_path": {
        "min_from": "s[1]",
        "holdPathStages": 3,
        "min_to": "out[20]",
        "hold_class": "in2out",
    },
}
==> cell families after synthesis <==
family / count (synthesis) / synth area share [%]
buffers and inverters: 11 / 11.2
muxes: 96 / 88.8
==> cell type report <==
| type | instances | share of cell area [%] |
|---|---|---|
| Tap cell | 48 | 2.57 |
| Timing Repair Buffer | 133 | 56.3 |
| Multi-Input combinational cell | 96 | 41.1 |
==> through the flow <==
| step | cells | power [mW] |
|---|---|---|
| after global routing | 277 | 0.222 |
| after CTS | 277 | 0.209 |
| after floorplan | 107 | 0.0719 |
| final | 277 | 0.205 |
| after detailed placement | 277 | 0.207 |
| after global placement | 277 | 0.204 |
==> Yosys cell counts (all sizes together) <==
| cell | instances |
|---|---|
| buf | 10 |
| mux2i | 96 |
| clkbuf | 1 |
==> worst max-delay path by stage <==
stage         to  slack (ps)
6_report  out[8]        1300
4_1_cts   out[3]        1270
5_1_grt   out[3]        1140
==> where the power goes <==
| part | internal [mW] | total, mW | leakage, nW | switching (mW) |
|---|---|---|---|---|
| combinational | 0.150 | 0.205 | 1.09 | 0.0551 |
| clock | 0 | 0 | 0 | 0 |
| sequential | 0 | 0 | 0 | 0 |
==> per-layer routing <==
layer	GRT usage [%]	up-vias	wire length, um
met3	5.90	2	625
met4	1.04	0	40
li1	-	659	-
met5	0	-	0
met1	14.9	537	1870
met2	19.6	82	1960
Power figures rest on the tool's default switching activity, not on a simulated workload.
