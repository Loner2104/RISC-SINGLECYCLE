[flow/config.mk]
export PLATFORM = sky130hd
export DESIGN_NAME = MUX
export DESIGN_NICKNAME = MUX
export VERILOG_FILES = /design/flow/design.v
export SDC_FILE = /design/flow/constraint.sdc
export NUM_CORES = 4
export LEC_CHECK = 1
export CORE_AREA = 10 10 71 71
export DIE_AREA = 0 0 81 81
[flow/constraint.sdc]
current_design MUX

set clk_period 1.0
set clk_io_pct 0.2

create_clock -name clk0 -period $clk_period

set non_clock_inputs [all_inputs -no_clocks]
set_input_delay [expr $clk_period * $clk_io_pct] -clock clk0 $non_clock_inputs
set_output_delay [expr $clk_period * $clk_io_pct] -clock clk0 [all_outputs]
[flow/design.v]
`timescale 1ns / 1ps
module MUX #(parameter Width = 32)(input [Width-1 : 0] a,b,
 input  s,
 output [Width-1 : 0] out);
assign out = (s == 1'b0) ? a : b;
endmodule
[flow/run.sh]
#!/bin/bash
# OpenROAD 26Q1-2900-gdf79404cd8, Yosys 0.63+post, stock flow scripts
make -C /OpenROAD-flow-scripts/flow DESIGN_CONFIG=/design/flow/config.mk WORK_HOME=/design/flow/orfs finish
==> flow_summary.yaml <==
# generated from flow reports
global_routing:
  grt_start_max_net_pins: 11
  via_count_of_the_first_global_routing_pass: 764
  grt.overflow.total: 0
  gr-usage-all-layers_pct: 7.79
  antenna_violations_before_repair: 0
  wire_length_of_the_first_global_routing_pass_um: 4140
min_path:
  holdCritPathClass: "primary input to primary output"
logic_synthesis:
  netlist.top_cell.by_instances: "mux2_4"
  yosys_warnings: 0
  cells_in_synth_stat_txt: 36
  yosys-top-cells-area: "mux2_4 83%, buf_12 11%, mux2_2 4.1%"
  yosys_area_um2: 544
  synth.top_cell.area_share_pct: 82.8
  postSynthSeqShare_pct: 0
  synth_area_um2: 544
  common_cells: "30 x mux2_4, 3 x buf_12, 2 x mux2_2, 1 x buf_6"
  syn-mean-instance-area_um2: 15.1
  netlist.top_cell.by_area: "mux2_4"
  netlist-cell-type-count: 4
  post_synthesis_cells: 36
floorplan:
  top_level_ports: 97
  rows: 22
  design.die.area_mm2: 0.00656
  die_h_um: 81
  placeableCoreArea_mm2: 0.00363
  floorplan.initialDensity_pct: 15.0
  die_w_um: 81
final_timing:
  clock.fmax_ghz: 0.848
  worstMarginPinSlew_ns: 0.0870
  report.final.slew_viol_count: 0
  setup_viol: 32
  worst_slack_ns: -0.179
  rsz0062_at_grt: "true"
  relSlewSlack_pct: 94.2
  setup_tns_ns: -3.30
  hold_viol_final: 0
  period_used_pct: 118
  post-route-min-period_ns: 1.18
routing:
  wirelength_met1_um: 1080
  routed-via-count: 715
  wl_um: 2880
  final_antenna_diode_count: 0
  firstDrtPassIters: 2
  wl_met3_um: 350
  wl_met2_um: 1450
  drt_iter0_drc: 3
  via_per_inst: 3.82
  antenna_left: 0
  routed_wire_length_per_instance_um: 15.4
  routed.top_layer: "met3"
  remaining_drc_errors: 0
setup_path:
  startpoint_type_of_the_worst_setup_path: "primary input"
  crit_arrival_ns: 0.98
  timing.critical_path.mode_cell: "buf_12"
  cp_max_fo: 6
  critPathSlowestCell: "mux2_4"
  critPathCaptureType: "primary output"
  path_class: "primary input to primary output"
  crit_chain: "buf_12 > buf_12 > buf_12 > mux2_4 > buf_6"
  critPathRequiredTime_ns: 0.80
  cp_slowest_stage_delay_ns: 0.29
power_and_ir_drop:
  leakage_power_nw: 0.872
  p_sw_share_pct: 22.0
  power.internal_mw: 0.487
  vdd.ir_drop.worst_uv: 169
  power_density_mw_per_mm2: 392
  power.combinational.fraction_pct: 100.0
  netSwitchingPower_mw: 0.137
  clkPwrFrac_pct: 0
  power_frac_seq_pct: 0
placed_design:
  hpwl_um: 2500
  dp.cells: 179
  io_buffers: 97
  place_area_mm2: 0.00154
  gp_congestion: 0.832
finish:
  fill_cells: 357
  area_delta_synth_final_pct: 192
  nClkBuffers: 0
  sequential_cell_area_um2: 0
  design.seq.count: 0
  finish.cell_count_without_fillers: 187
  layout-drive-gt1-share_pct: 54.0
  post-route-cell-area_mm2: 0.00159
run:
  drv_cap: 0
  tool_warnings: 34
run_status:
  status: "finished with violations"
  violations: "negative setup slack"
clock_tree:
  post_cts_hold_buffer_count: 0
==> stage by stage <==
step / total power, mW / util (%) / setup WS (ns) / hold WS (ns)
6_report: 0.624 / 43.8 / -0.179 / 0.691
5_1_grt: 0.666 / 43.8 / -0.196 / 0.717
4_1_cts: 0.614 / 42.3 / -0.181 / 0.751
3_5_place_dp: 0.661 / 42.4 / -0.512 / 1.19
3_3_place_gp: 0.656 / 42.4 / -0.504 / 1.17
2_1_floorplan: 0.206 / - / 0.0669 / 0.498
==> layout make-up <==
| type | instances | area, um^2 | area share, % |
|---|---|---|---|
| multi-input cells | 32 | 477 | 30.0 |
| well taps | 48 | 60.1 | 3.78 |
| repair buffers | 107 | 1050 | 66.2 |
==> path summary, 6_finish.rpt <==
kind  start      end  slack, ns  depth (start not counted)
max       s   out[4]      -0.18                          5
min   b[29]  out[29]       0.69                          3
==> placed cells by master (no fill, tap or decap) <==
master and instances:
buf_6 23, mux2_2 1, clkdlybuf4s50_1 9, buf_16 2, buf_12 4, dlymetal6s2s_1 4, mux2_4 31, buf_2 13
buf_4 1, dlygate4sd2_1 51
==> per-layer routing <==
| metal | vias to the layer above | GRT usage (%) |
|---|---|---|
| met4 | 0 | 0 |
| met2 | 50 | 14.3 |
| met1 | 320 | 9.03 |
| met3 | 0 | 2.78 |
| met5 | - | 0 |
| li1 | 345 | - |
==> power groups by stage <==
| stage | sequential [mW] | clock, mW | combinational [mW] |
|---|---|---|---|
| after global routing | 0 | 0 | 0.666 |
| after CTS | 0 | 0 | 0.614 |
| final | 0 | 0 | 0.624 |
==> logic make-up (layout without fill, tap and decap cells) <==
group	count (synthesis)	in the layout	synth area share (%)
buffers and inverters	4	107	13.1
muxes	32	32	86.9
==> repair_timing <==
action / 4_1_cts / 5_1_grt
setup endpoints to repair: 32 / 32
cloned: 2 / 0
setup buffers: 5 / 1
resized: 171 / 10
==> critical path: cells and delay by family <==
family                 cells  cell delay, ns
buffers and inverters      4            0.48
muxes                      1            0.29
Power and IR drop assume default switching activity.
