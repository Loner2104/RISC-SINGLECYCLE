--- flow/design.v ---
`timescale 1ns / 1ps
module instructionmemory #(parameter Width = 32)(
    input [Width-1:0] address,
    output [Width-1:0] RD
    );
reg [Width-1:0] mem1[511:0];
initial
begin
mem1[0] = 32'h002081B3;  
mem1[4] = 32'h403202B3;  
mem1[8] = 32'h00B6F663;  
mem1[12] = 32'h00B67763;  
mem1[16] = 32'h00B6F763;  
mem1[20] = 32'h001122B3;  
mem1[24] = 32'h00210463;  
mem1[28] = 32'h001132B3;  
mem1[32] = 32'h001142B3;  
mem1[36] = 32'h001152B3;  
mem1[40] = 32'h401152B3;  
mem1[44] = 32'h008002EF;  
mem1[48] = 32'h00110293;  
mem1[52] = 32'h00312293;  
mem1[56] = 32'h00517293;  
mem1[60] = 32'h00211293;  
mem1[64] = 32'h002102E7;  
end
assign RD = mem1[address];
endmodule
--- flow/run.sh ---
#!/bin/bash
# OpenROAD 26Q1-2900-gdf79404cd8, Yosys 0.63+post, stock flow scripts
make -C /OpenROAD-flow-scripts/flow DESIGN_CONFIG=/design/flow/config.mk WORK_HOME=/design/flow/orfs finish
--- flow/config.mk ---
export PLATFORM = sky130hd
export DESIGN_NAME = instructionmemory
export DESIGN_NICKNAME = instructionmemory
export VERILOG_FILES = /design/flow/design.v
export SDC_FILE = /design/flow/constraint.sdc
export NUM_CORES = 4
export LEC_CHECK = 1
export CORE_AREA = 10 10 70 70
export DIE_AREA = 0 0 80 80
export SYNTH_MEMORY_MAX_BITS = 65536
--- flow/constraint.sdc ---
current_design instructionmemory

set clk_period 1.2
set clk_io_pct 0.2

create_clock -name clk0 -period $clk_period

set non_clock_inputs [all_inputs -no_clocks]
set_input_delay [expr $clk_period * $clk_io_pct] -clock clk0 $non_clock_inputs
set_output_delay [expr $clk_period * $clk_io_pct] -clock clk0 [all_outputs]
==> changes_impl.md <==
### Changed

* Register area share after synthesis at 0%
* Final setup fails at 19
* WL/cell at 13.9 um
* CP Capture Type: primary output
* Sw Ratio at 41.1%
* YS chip area at 528 um2
* I/O pin count at 64
* Most numerous logic cells after layout: buf_6 (25), buf_4 (18), buf_2 (17)
* Clk pwr share at 0%
* Fin Setup TNS at -2520 ps
* Cell count after synthesis at 78
* GPL Wtd Cong at 0.830
* Port bufs at 26
* Max Fclk at 700 MHz
* P_sw at 0.187 mW
* Fp util at 15.5%
* Flop Count at 0
* Leakage at 0.671 nW
* Total gr overflow at 0
* Combinational power share at 100.0%
* Core box area at 3420 um2
* Unrepaired setup endpoints after global routing: true
* Min Tclk post-route at 1430 ps
* Vias/cell at 3.87
* Post-route cell area at 1380 um2
* Finished Core Util at 40.4%
* Share of layout cells above drive strength 1 at 77.6%
* Yosys warning count at 1
* Row count at 21
* WS Path Type: input pin to primary output
* Total track usage at 7.46%
* Synth cell types at 27
* Top logic family: simple AND/OR/NAND/NOR gates
* Chip area at 6400 um2
* Final Cycle Share at 119%
* Worst Hold Slack at 798 ps
* Top area cell types: buf_4 (17%), ha_1 (17%), a21oi_1 (6.6%), buf_6 (6.4%), inv_1 (5.0%)
* CP Max Fanout at 6
* Largest area contributor in the netlist: buf_4
* Most frequent logic cell in the layout: buf_6
* Register area at 0 um2
* Worst Hold Class: input pin to primary output
* Post-synth top area share at 17.1%
* Synth Area in Adders at 16.6%
* Placed instance area at 866 um2
* Area fraction in mux cells at 1.90%
* Setup crit start kind: input pin
* Critical Path AT at 1190 ps
* Tally of OpenROAD warnings at 67
* DRT Pass-1 Iters at 4
* Area Overhead vs Synth at 162%
* First-pass GRT wire length at 3.95 mm
* Die Span Y at 80 um
* P_int at 0.268 mW
* Reg power frac at 0%
* Setup WS post-layout at -228 ps
* Via count at 732
* HPWL after detailed placement at 1.50 mm
* # diodes at 0
* XOR/XNOR Area Share at 1.66%
* Clkbuf count at 0
* Remaining DRCs at 0
* Vias in the first global route at 790
* Die X-Extent at 80 um
* FILL cells at 316
* DRT iter0 DRCs at 27
* Syn_area_per_cell at 6.77 um2
* Final Hold Vio Count at 0
* Final wirelength at 2.63 mm
* Run status: finished with violations
* DRT antenna net count at 0
* Failing checks: negative setup slack
* Largest net degree at the start of global routing at 8
* Cell area after synthesis at 528 um2
* Pins over their slew limit at 0
* Worst vdd ir at 0.182 mV
* Simple Share, Synth at 28.9%
* Initial antenna violation count at 0
* Power Dens Cells at 329 nW/um2
* Data required, critical path at 960 ps
* Ys cells at 78
* Compound Share, Synth at 21.1%
* Total Power at 0.454 mW
* Max cap viols at 0
metrics by stage:
stage          setup slack, ps  std cells
2_1_floorplan             13.7         87
3_3_place_gp             -1070        157
3_5_place_dp             -1100        157
4_1_cts                   -218        184
5_1_grt                   -283        189
6_report                  -228        189
timing repair:
| item | 4_1_cts | 5_1_grt |
|---|---|---|
| hold buffers | 0 | 0 |
| buffers inserted | 26 | 7 |
| pin swaps | 22 | 12 |
| gates cloned | 1 | 0 |
| gates resized | 143 | 33 |
| endpoints found under the setup margin | 21 | 21 |
kinds of logic (layout without fill, tap and decap cells):
group,Yosys count,after routing
adder cells (fa/ha/maj),7,7
XOR/XNOR,1,1
other,2,11
buffers and inverters,22,78
AND-OR/OR-AND,18,18
multiplexers,1,1
AND/OR/NAND/NOR,27,27
synthesized netlist by cell type, drive strengths merged:
cell	number
nand2	6
nor2b	5
o21ai	5
a211oi	1
ha	7
nand2b	3
nor3	3
nor2	7
mux2i	1
conb	2
xnor2	1
inv	7
and2	1
and3	1
o22ai	2
a21oi	7
o21a	2
or2	1
o21bai	1
buf	15
final timing paths:
| kind | startpoint | to | slack [ps] | depth (start not counted) |
|---|---|---|---|---|
| worst max-delay path | address[3] | RD[2] | -230 | 9 |
| worst min-delay path | address[6] | RD[13] | 800 | 4 |
power groups by stage:
stage | registers, mW | clock network (mW) | logic [mW]
after global routing | 0 | 0 | 0.488
after CTS | 0 | 0 | 0.388
final | 0 | 0 | 0.454
area by class of cell:
class	count	area (um2)	share of cell area (%)
tap	46	57.6	4.17
inverter	7	36.3	2.63
timing repair buffer	71	659	47.7
multi-input combinational	65	628	45.5
layer usage:
metal / global-route usage (%) / share of wire (%) / vias to the layer above
met5: 0 / 0 / -
met4: 0.704 / 1.8 / 0
met3: 0.227 / 2.2 / 4
met2: 14.0 / 51 / 23
met1: 9.43 / 45 / 344
li1: - / - / 361
critical path, cell delays in order:
cell	delay [ps]
buf_8	100
buf_8	120
ha_4	150
nor2b_4	120
a21oi_2	130
buf_4	130
buf_6	80
inv_2	20
buf_2	90
Power and IR drop assume default switching activity.
